`design/flow/design.v`:
```
module mant_align(
    input   wire    [3:0]   s_E,s_F,
    input   wire    [19:0]  exp_E,
    input   wire    [19:0]  exp_F,
    input   wire    [55:0]  mant_E,
    input   wire    [55:0]  mant_F,
    input   wire    [19:0]  ctl,
    input   wire    [3:0]   swap,
    input   wire    [1:0]   in_pre,
    output  reg    [67:0]  mant_pl_r,
    output  reg    [19:0]  exp,
    output  reg    [3:0]   s
);
reg [127:0] mant_big,mant_small,mant_small_al;
reg [67:0] mant_big_sign,mant_small_sign;
reg    [67:0]  mant_pl_sign,mant_pl;
wire [3:0] lzc1,lzc2,lzc3,lzc4;
wire v1,v2,v3,v4;
LZC_8bit U0({1'b0,mant_pl[16:10]},lzc1,v1);
LZC_8bit U1({1'b0,mant_pl[33:27]},lzc2,v2);
LZC_8bit U2({1'b0,mant_pl[50:44]},lzc3,v3);
LZC_8bit U3({1'b0,mant_pl[67:61]},lzc4,v4);
always@(*) begin
    case(in_pre)
        2'b00:begin 
            mant_big[31:0] = swap[0] ? {mant_F[13:0],18'b0} : {mant_E[13:0],18'b0};
            mant_big[63:32] = swap[1] ? {mant_F[27:14],18'b0} : {mant_E[27:14],18'b0};
            mant_big[95:64] = swap[2] ? {mant_F[41:28],18'b0} : {mant_E[41:28],18'b0};
            mant_big[127:96] = swap[3] ? {mant_F[55:42],18'b0} : {mant_E[55:42],18'b0};
            mant_small[31:0] = swap[0] ? {16'b0,mant_E[13:0],2'b0} : {16'b0,mant_F[13:0],2'b0};
            mant_small[63:32] = swap[1] ? {16'b0,mant_E[27:14],2'b0} : {16'b0,mant_F[27:14],2'b0};
            mant_small[95:64] = swap[2] ? {16'b0,mant_E[41:28],2'b0} : {16'b0,mant_F[41:28],2'b0};
            mant_small[127:96] = swap[3] ? {16'b0,mant_E[55:42],2'b0} : {16'b0,mant_F[55:42],2'b0};
            mant_small_al[31:0]  = mant_small[31:0] << ctl[4:0];
            mant_small_al[63:32] = mant_small[63:32] << ctl[9:5];
            mant_small_al[95:64] = mant_small[95:64] << ctl[14:10];
            mant_small_al[127:96]= mant_small[127:96]<< ctl[19:15];
            if(swap[0]) begin
                mant_big_sign[16:0] = s_F[0] ? (-{2'b0,mant_big[31:17]}):({2'b0,mant_big[31:17]});
                mant_small_sign[16:0] = s_E[0] ? (-{2'b0,mant_small_al[31:17]}):({2'b0,mant_small_al[31:17]});
            end
            else begin
                mant_big_sign[16:0] = s_E[0] ? (-{2'b0,mant_big[31:17]}):({2'b0,mant_big[31:17]});
                mant_small_sign[16:0] = s_F[0] ? (-{2'b0,mant_small_al[31:17]}):({2'b0,mant_small_al[31:17]});
            end
            if(swap[1]) begin
                mant_big_sign[33:17] = s_F[1] ? (-{2'b0,mant_big[63:49]}):({2'b0,mant_big[63:49]});
                mant_small_sign[33:17] = s_E[1] ? (-{2'b0,mant_small_al[63:49]}):({2'b0,mant_small_al[63:49]});
            end
            else begin
                mant_big_sign[33:17] = s_E[1] ? (-{2'b0,mant_big[63:49]}):({2'b0,mant_big[63:49]});
                mant_small_sign[33:17] = s_F[1] ? (-{2'b0,mant_small_al[63:49]}):({2'b0,mant_small_al[63:49]});
            end
            if(swap[2]) begin
                mant_big_sign[50:34] = s_F[2] ? (-{2'b0,mant_big[95:81]}):({2'b0,mant_big[95:81]});
                mant_small_sign[50:34] = s_E[2] ? (-{2'b0,mant_small_al[95:81]}):({2'b0,mant_small_al[95:81]});
            end
            else begin
                mant_big_sign[50:34] = s_E[2] ? (-{2'b0,mant_big[95:81]}):({2'b0,mant_big[95:81]});
                mant_small_sign[50:34] = s_F[2] ? (-{2'b0,mant_small_al[95:81]}):({2'b0,mant_small_al[95:81]});
            end
            if(swap[3]) begin
                mant_big_sign[67:51] = s_F[3] ? (-{2'b0,mant_big[127:113]}):({2'b0,mant_big[127:113]});
                mant_small_sign[67:51] = s_E[3] ? (-{2'b0,mant_small_al[127:113]}):({2'b0,mant_small_al[127:113]});
            end
            else begin
                mant_big_sign[67:51] = s_E[3] ? (-{2'b0,mant_big[31:17]}):({2'b0,mant_big[31:17]});
                mant_small_sign[67:51] = s_F[3] ? (-{2'b0,mant_small_al[127:113]}):({2'b0,mant_small_al[127:113]});
            end
            mant_pl_sign[16:0] = mant_big_sign[16:0] + mant_small_sign[16:0];
            mant_pl_sign[33:17] = mant_big_sign[33:17] + mant_small_sign[33:17];
            mant_pl_sign[50:34] = mant_big_sign[50:34] + mant_small_sign[50:34];
            mant_pl_sign[67:51] = mant_big_sign[67:51] + mant_small_sign[67:51];
            s[0]=mant_pl_sign[16];
            s[1]=mant_pl_sign[33];
            s[2]=mant_pl_sign[50];
            s[3]=mant_pl_sign[67];
            mant_pl[16:0]  = s[0] ? ({-mant_pl_sign[15:0],1'b0}): {mant_pl_sign[15:0],1'b0};
            mant_pl[33:17] = s[1] ? ({-mant_pl_sign[32:17],1'b0}):{mant_pl_sign[32:17],1'b0};
            mant_pl[50:34] = s[2] ? ({-mant_pl_sign[49:34],1'b0}):{mant_pl_sign[49:34],1'b0};
            mant_pl[67:51] = s[3] ? ({-mant_pl_sign[66:51],1'b0}):{mant_pl_sign[66:51],1'b0};
            mant_pl_r[16:0]  = mant_pl[16:0]  << (lzc1);
            mant_pl_r[33:17] = mant_pl[33:17] << (lzc2);
            mant_pl_r[50:34] = mant_pl[50:34] << (lzc3);
            mant_pl_r[67:51] = mant_pl[67:51] << (lzc4);
            exp[4:0] = swap[0] ? (exp_F[4:0] + 3 - lzc1) : (exp_E[4:0]  + 3 - lzc1);
            exp[9:5] = swap[1] ? (exp_F[9:5] + 3 - lzc2) : (exp_E[9:5]  + 3 - lzc2);
            exp[14:10] = swap[2] ? (exp_F[14:10] + 3 - lzc3) : (exp_E[14:10] + 3- lzc3);
            exp[19:15] = swap[3] ? (exp_F[19:15] + 3 - lzc4) : (exp_E[19:15] + 3 - lzc4);
        end
        2'b01:begin
            mant_big[63:0] = swap[1] ? {4'b0,mant_F[27:0],32'b0} : {4'b0,mant_E[27:0],32'b0};
            mant_big[127:64] = swap[3] ? {4'b0,mant_F[55:42],32'b0} : {4'b0,mant_E[55:42],18'b0};
            mant_small[63:0] = swap[1] ? {34'b0,mant_E[27:0],2'b0} : {34'b0,mant_F[27:0],2'b0};
            mant_small[127:64] = swap[3] ? {34'b0,mant_E[55:28],2'b0} : {34'b0,mant_F[55:28],2'b0};
            mant_small_al[63:0] = mant_small[63:0] << ctl[9:0];
            mant_small_al[127:64] = mant_small[127:64] << ctl[19:10];
            mant_pl[33:0] = mant_big[59:30] + mant_small_al[59:30];
            mant_pl[67:34] = mant_big[123:94] + mant_small_al[123:94];
            exp[9:0] = swap[1] ? (exp_F[9:0] + mant_pl[33] + 1) : (exp_E[9:0] + mant_pl[33] + 1);
            exp[19:10] = swap[3] ? (exp_F[19:10] + mant_pl[67] + 1) : (exp_E[19:10] + mant_pl[67] + 1);
        end
        2'b10:begin
            mant_big[127:0] = swap[3] ? {12'b0,mant_F[55:0],60'b0} : {12'b0,mant_E[55:0],60'b0};
            mant_small[127:0] = swap[3] ? {70'b0,mant_E[55:0],2'b0} : {12'b0,mant_F[55:0],60'b0};
            mant_small_al[127:0] = mant_small[127:0] << ctl[19:0];
            mant_pl = mant_big[115:59] + mant_small_al[115:59];
            exp[19:0] = swap[3] ? (exp_F[19:0] + mant_pl[67] + 1) : (exp_E[19:0] + mant_pl[67] + 1);
        end
        default:begin
            mant_big[31:0] = swap[0] ? {mant_F[13:0],18'b0} : {mant_E[13:0],18'b0};
            mant_big[63:32] = swap[1] ? {mant_F[27:14],18'b0} : {mant_E[27:14],18'b0};
            mant_big[95:64] = swap[2] ? {mant_F[41:28],18'b0} : {mant_E[41:28],18'b0};
            mant_big[127:96] = swap[3] ? {mant_F[55:42],18'b0} : {mant_E[55:42],18'b0};
            mant_small[31:0] = swap[0] ? {16'b0,mant_E[13:0],2'b0} : {16'b0,mant_F[13:0],2'b0};
            mant_small[63:32] = swap[1] ? {16'b0,mant_E[27:14],2'b0} : {16'b0,mant_F[27:14],2'b0};
            mant_small[95:64] = swap[2] ? {16'b0,mant_E[41:28],2'b0} : {16'b0,mant_F[41:28],2'b0};
            mant_small[127:96] = swap[3] ? {16'b0,mant_E[55:42],2'b0} : {16'b0,mant_F[55:42],2'b0};
            mant_small_al[31:0]  = mant_small[31:0] << ctl[4:0];
            mant_small_al[63:32] = mant_small[63:32] << ctl[9:5];
            mant_small_al[95:64] = mant_small[95:64] << ctl[14:10];
            mant_small_al[127:96]= mant_small[127:96]<< ctl[19:15];
            mant_pl[16:0] = mant_big[31:16] + mant_small_al[31:16];
            mant_pl[33:17] = mant_big[63:48] + mant_small_al[63:48];
            mant_pl[50:34] = mant_big[95:80] + mant_small_al[95:80];
            mant_pl[67:51] = mant_big[127:112] + mant_small_al[127:112];
            exp[4:0] = swap[0] ? (exp_F[4:0] + mant_pl[16] +1) : (exp_E[4:0] + mant_pl[16] + 1);
            exp[9:5] = swap[1] ? (exp_F[9:5] + mant_pl[33] + 1) : (exp_E[9:5] + mant_pl[33] + 1);
            exp[14:10] = swap[2] ? (exp_F[14:10] + mant_pl[50] + 1) : (exp_E[14:10] + mant_pl[50] + 1);
            exp[19:15] = swap[3] ? (exp_F[19:15] + mant_pl[67] + 1) : (exp_E[19:15] + mant_pl[67] + 1);
        end
    endcase
end
endmodule
module LZC_8bit(
    input [7:0] in,
    output [3:0] out,
    output vector
);
reg [7:0] lzd_cnt1;
reg [4:0] lzd_cnt2 [7:0];
wire [7:0] op;
assign op = in[7] ? (~in) : in;
genvar i ;
generate
    for(i=0;i<=7;i=i+1) begin
        always@(*) begin
            lzd_cnt1[i] = (op[7:7-i]==1'b0) ? 1'b1 : 1'b0;
            lzd_cnt2[i] = (i==0) ? lzd_cnt1[i] : lzd_cnt1[i] + lzd_cnt2[i-1];
        end
    end
endgenerate
assign vector = (lzd_cnt2[7]==5'd8) ? 1'b1 : 1'b0;
assign out = lzd_cnt2[7];
endmodule
```
`design/flow/run.sh`:
```
#!/bin/bash
# OpenROAD 26Q1-2900-gdf79404cd8, Yosys 0.63+post, stock flow scripts
make -C /OpenROAD-flow-scripts/flow DESIGN_CONFIG=/design/flow/config.mk WORK_HOME=/design/flow/orfs finish
```
`design/flow/config.mk`:
```
export PLATFORM = sky130hd
export DESIGN_NAME = mant_align
export DESIGN_NICKNAME = mant_align
export VERILOG_FILES = /design/flow/design.v
export SDC_FILE = /design/flow/constraint.sdc
export NUM_CORES = 4
export LEC_CHECK = 1
export CORE_UTILIZATION = 30
```
`design/flow/constraint.sdc`:
```
current_design mant_align

set clk_period 50.8
set clk_io_pct 0.2

create_clock -name clk0 -period $clk_period

set non_clock_inputs [all_inputs -no_clocks]
set_input_delay [expr $clk_period * $clk_io_pct] -clock clk0 $non_clock_inputs
set_output_delay [expr $clk_period * $clk_io_pct] -clock clk0 [all_outputs]
```
==> qor.yml <==
fin_crit_ns: 33.63
final_cells: 7904
untimed_endpoints: 136
dieArea_um2: 146400
peakVddDrop_uv: 41.89
finalCritPeriodShare_pct: 66.20
path_class: "input port to primary output"
ys_cells: 6076
cp-endpoint: "exp[14]"
place_inst: 7896
drtAntennaViolNets: 0
portBuffers: 274
highest_layer: "met5"
grt_usage_pct: 28.52
grt_start_max_net_pins: 73
cp-start-kind: "input port"
max-cap-violations: 0
initial_core_util_pct: 30.25
hpwlAfterDp_um: 165800
ys.flop_type: "dlxtp_1"
finalPower_mw: 1.773
fin_area_um2: 47660
vias: 49000
core-area_um2: 143700
holdWs_ns: 21.31
flop_area_um2: 1021
slowest_stage: "nor3_1"
powerDensity_nw_per_um2: 37.21
gp_congestion: 1.029
critical_path.top_delay_family: "AND-OR/OR-AND gates"
antenna_found_initial: 21
leakage_nw: 19.31
hold_buffers: 0
hold_viol: 0
fmax_mhz: 29.74
met2WireLength_um: 91520
die_y_um: 382.6
async_flop_share_pct: 0
syn_area_um2: 43450
placed_area_um2: 47640
worstHoldStart: "in_pre[1]"
cp.depth: 43
rsz0062_at_grt: "no"
wl_met1_um: 90890
route.met3.wl_um: 19710
overflow: 0
crit_start: "ctl[14]"
ys_types: 122
ys_chip_area_um2: 43450
syn_inst: 6076
status: "completed"
path_common_cell: "a21oi_1"
grt_pass1_wl_um: 310300
slew_headroom_pct: 11.99
yosys_warnings: 3
slowest_delay_ns: 1.11
ctsResizeCount: 0
arrival_ns: 23.47
drive_above_1_share_pct: 11.93
syn_avg_cell_area_um2: 7.151
io_pins: 278
cts_setup_buffers: 0
tightest_slew_ns: 1.310
warning_count: 32
drc: 0
hold_path.class: "input port to primary output"
fill_cells: 15460
ys_ff: 68
whs_path_depth: 4
crit_buf_inv: 7
cp.required_ns: 40.64
viasPerCell: 6.199
num_rows: 139
wl_um: 211000
unclocked_regs: 68
edf_count: 0
drt_iter0_drc: 5213
end_kind: "primary output"
drt_pass1_iterations: 27
finalSetupViolCount: 0
slew_viol_final: 0
finalSetupTns_ns: 0
grt_pass1_vias: 45720
crit_fanout: 43
wl_per_cell_um: 26.70
logic_area_um2: 39420
area_delta_synth_final_pct: 9.681
die_x_um: 382.6
## layer usage
metal | global-route usage (%) | vias up
met5 | 0 | -
li1 | - | 22540
met4 | 9.504 | 26
met1 | 40.15 | 23500
met2 | 42.93 | 2528
met3 | 6.785 | 406
## worst min-delay path: cells and delay by family
kind	cells	cell delay [ns]
simple gates	1	0.14
compound gates	1	0.09
buf+inv	2	0.74
## power by group
| group | total, mW | internal [mW] | switching [mW] |
|---|---|---|---|
| logic | 1.70 | 0.695 | 1.00 |
| clock network | 0.00000000102 | 0.000000000968 | 0 |
| registers | 0.0744 | 0.0647 | 0.00970 |
| total | 1.77 | 0.760 | 1.01 |
## flip-flops by register name (all words and copies together), names as in the netlist
register,flops
mant_pl_r,64
s,4
## cell families (layout without fill, tap and decap cells)
family | count (synthesis) | in the layout | synth area share (%)
and+or+nand+nor | 2063 | 2063 | 22.51
xor gates and xnor gates | 358 | 358 | 7.248
latches | 68 | 68 | 2.348
buffers and inverters | 752 | 666 | 6.963
AOI/OAI and AO/OA | 1735 | 1735 | 26.44
other | 1 | 12 | 0.008631
adders and majority gates | 325 | 325 | 9.773
muxes | 774 | 774 | 24.70
## metrics by stage
| step | setup WS, ns | util [%] |
|---|---|---|
| CTS | 17.36 | 33.16 |
| detailed placement | 17.41 | 33.16 |
| finish | 17.17 | 33.17 |
| global placement | 17.24 | 33.16 |
| floorplan | 19.97 | - |
| global route | 16.46 | 33.17 |
## cell usage in the layout (no fill, tap or decap), types with 19 or more instances in the layout
cell type          n
buf_4            182
and3_1            52
dlxtp_1           68
mux2i_1          356
and2_1            62
nor2b_1           63
a211o_1           31
o221ai_1          24
nand2_1          663
a31oi_1           61
a21oi_1          437
nand3_1          180
a21o_1           146
ha_1             301
xnor2_1          213
o31a_1            23
mux2_2           196
o211ai_1          50
a221oi_1          19
fa_1              24
o21a_1            49
nand4_1           66
clkdlybuf4s50_1  254
xor2_1           144
nor2_1           521
a32oi_1           23
or2_2             27
o21ai_0          356
nand2b_1          52
mux4_2           218
or3_1             61
nor3_1           184
inv_1            193
a22oi_1           41
nor4_1            22
a211oi_1          96
o31ai_1           47
o21bai_1          20
o22ai_1           62
## cell type report
cell class,count,share of cell area (%)
flip-flops and latches,68,2.142
well taps,1903,4.996
repair buffers,449,8.378
inverters,217,1.725
diodes,8,0.04201
multi-input cells,5259,82.72
## how the worst min path moves through the flow
stage	end	slack, ns
4_1_cts	exp[19]	21.31
5_1_grt	exp[19]	21.37
6_report	exp[19]	21.31
## cells in the mapped netlist (27+ instances only)
cell type	instances	area, um2
a211o_1	31	271.5
a211oi_1	96	720.7
a21o_1	146	1096
a21oi_1	437	2187
a22oi_1	41	307.8
a31oi_1	61	381.6
and2_1	62	387.9
and3_1	52	325.3
buf_1	80	300.3
buf_2	51	255.2
clkbuf_1	380	1426
dlxtp_1	68	1020
ha_1	301	3766
inv_1	195	732.0
mux2_2	196	2207
mux2i_1	356	3563
mux4_2	218	4910
nand2_1	663	2489
nand2b_1	52	325.3
nand3_1	180	900.9
nand4_1	66	412.9
nor2_1	521	1956
nor2b_1	63	394.1
nor3_1	185	925.9
o211ai_1	50	375.4
o21a_1	49	367.9
o21ai_0	356	1782
o22ai_1	62	387.9
o31ai_1	47	352.8
or2_2	27	168.9
or3_1	61	381.6
xnor2_1	213	1866
xor2_1	144	1261
Power is estimated from default activity; no workload was simulated.
